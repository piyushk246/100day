$ cat flow/run.sh
#!/bin/bash
# OpenROAD 26Q1-2900-gdf79404cd8, Yosys 0.63+post, stock flow scripts
make -C /OpenROAD-flow-scripts/flow DESIGN_CONFIG=/design/flow/config.mk WORK_HOME=/design/flow/orfs finish
$ cat flow/config.mk
export PLATFORM = sky130hd
export DESIGN_NAME = doubly_pipeline
export DESIGN_NICKNAME = doubly_pipeline
export VERILOG_FILES = /design/flow/design.v
export SDC_FILE = /design/flow/constraint.sdc
export NUM_CORES = 4
export LEC_CHECK = 1
export CORE_UTILIZATION = 40
$ cat flow/design.v
`timescale 1ns / 1ps
`timescale 1ns / 1ps
module doubly_pipeline #(parameter N = 31) (
        input signed [N:0] a,
        input signed [N:0] b,
        input signed [N:0] p,
        input signed [N:0] q,
        input clk,
        input rst,
        output  reg signed  [N:0] qf,
        output  reg signed  [N:0] pf,
        output reg [15:0]  output_angle
    );
    wire  [3:0] shift;
    wire  [15:0] microangle;
    wire  signed [N:0] a0,ax1,ax2,ax3,ax4,ax5,ax6,ax7,ax8,ax9,ax10,ax11,ax12 ;
    wire  signed [N:0] b0,by1,by2,by3,by4,by5,by6,by7,by8,by9,by10,by11,by12 ;
    wire  signed [N:0] p0,px1,px2,px3,px4,px5,px6,px7,px8,px9,px10,px11,px12 ;
    wire  signed [N:0] q0,qy1,qy2,qy3,qy4,qy5,qy6,qy7,qy8,qy9,qy10,qy11,qy12 ;
    wire  [15:0] outangle0 ,outangle1 ,outangle2 ,outangle3 ,outangle4 ,outangle5 ,outangle6 ,outangle7, outangle8,outangle9,outangle10,outangle11;
    wire  [15:0] outangle12 ;
    wire  [15:0] dec_angle;
    reg  [15:0] output_angle_it=0;
    iteration Rot0( .a(a) , .b(b) , .p(p) , .q(q)      ,.shift(4'd0),  .dec_angle(16'h0)     , .microangle(16'h2d00),   .clk(clk), .ax(a0),.by(b0), .px(p0),.qy(q0), .outangle(outangle0) );
    iteration Rot1( .a(a0), .b(b0),   .p(p0) , .q(q0) , .shift(4'd1),  .dec_angle(outangle0) , .microangle( 16'h1a_92 ), .clk(clk), .ax(ax1),.by(by1), .px(px1),.qy(qy1), .outangle(outangle1));
    iteration Rot2( .a(ax1), .b(by1), .p(px1) , .q(qy1) , .shift(4'd2),  .dec_angle(outangle1) , .microangle( 16'h0e_0a ), .clk(clk), .ax(ax2),.by(by2),.px(px2),.qy(qy2), .outangle(outangle2));
    iteration Rot3( .a(ax2) ,.b(by2), .p(px2) , .q(qy2) , .shift(4'd3),  .dec_angle(outangle2) , .microangle(16'h07_21 ),  .clk(clk), .ax(ax3),.by(by3),.px(px3),.qy(qy3), .outangle(outangle3));
    iteration Rot4( .a(ax3), .b(by3), .p(px3) , .q(qy3) , .shift(4'd4),  .dec_angle(outangle3) , .microangle( 16'h03_94 ), .clk(clk), .ax(ax4),.by(by4),.px(px4),.qy(qy4), .outangle(outangle4));
    iteration Rot5( .a(ax4), .b(by4), .p(px4) , .q(qy4) , .shift(4'd5),   .dec_angle(outangle4) , .microangle( 16'h01_ca ), .clk(clk), .ax(ax5),.by(by5),.px(px5),.qy(qy5), .outangle(outangle5));
    iteration Rot6( .a(ax5), .b(by5), .p(px5) , .q(qy5) , .shift(4'd6),  .dec_angle(outangle5) , .microangle( 16'h00_e4 ), .clk(clk), .ax(ax6),.by(by6),.px(px6),.qy(qy6), .outangle(outangle6));
    iteration Rot7( .a(ax6), .b(by6), .p(px6) , .q(qy6) , .shift(4'd7),   .dec_angle(outangle6) , .microangle( 16'h00_71 ), .clk(clk), .ax(ax7),.by(by7),.px(px7),.qy(qy7),.outangle(outangle7));
    iteration Rot8( .a(ax7),  .b(by7),  .p(px7) , .q(qy7) , .shift(4'd8),    .dec_angle(outangle7)  , .microangle( 16'h00_38 ), .clk(clk), .ax(ax8), .by(by8), .px(px8),.qy(qy8),  .outangle(outangle8));
    iteration Rot9( .a(ax8),  .b(by8),  .p(px8) , .q(qy8) , .shift(4'd9),    .dec_angle(outangle8)  , .microangle( 16'h00_1c ), .clk(clk), .ax(ax9), .by(by9), .px(px9),.qy(qy9),  .outangle(outangle9));
    iteration Rot10( .a(ax9),  .b(by9),  .p(px9) , .q(qy9) , .shift(4'd10),   .dec_angle(outangle9)  , .microangle( 16'h00_0d ), .clk(clk), .ax(ax10), .by(by10), .px(px10),.qy(qy10), .outangle(outangle10));
   iteration Rot11( .a(ax10), .b(by10), .p(px10) , .q(qy10) , .shift(4'd11),  .dec_angle(outangle10) , .microangle( 16'h00_05 ), .clk(clk), .ax(ax11), .by(by11), .px(px11),.qy(qy11), .outangle(outangle11));
   iteration Rot12( .a(ax11), .b(by11), .p(px11) , .q(qy11) , .shift(4'd12),  .dec_angle(outangle11) , .microangle( 16'h00_03 ), .clk(clk), .ax(ax12), .by(by12), .px(px12),.qy(qy12), .outangle(outangle12));
 always @(clk) begin
     if (!rst ) begin  
         pf <= 0;
         qf <= 0;
         output_angle <= 0;
     end 
     else if (a== 0 || b ==0) begin
        pf <= p;
        qf <= q;
     end
     else 
     begin  
         pf <= (px12 >>> 1) + (px12 >>> 3) +  (px12 >>> 6) - (px12 >>> 5) - (px12 >>> 9);
         qf <= (qy12 >>>1) +  (qy12 >>> 3) +  (qy12 >>> 6) -  (qy12 >>> 5) - (qy12 >>>9);
         output_angle <= outangle12;
     end
end
endmodule
`timescale 1ns / 1ps
`timescale 1ns / 1ps
module iteration #(parameter N = 31) (
input signed [N:0] a,p,
input signed [N:0] b,q,
input  [3:0]shift,
input [15:0] microangle,
input [15:0] dec_angle ,
input clk,
output  reg signed [N:0] ax,px,
output  reg signed [N:0] by,qy,
output reg [15:0] outangle
) ;
always @ (posedge clk)
 begin
  if ( b  >= 0  )
   begin
    ax <= a + (b >>> shift);
    by <= b - (a >>> shift);
    outangle <= dec_angle + microangle;
    px <= p + (q >>> shift);
    qy <= q - (p >>> shift);
  end 
  else begin
    ax <= a - (b >>> shift);
    by <= b + (a >>> shift);
    outangle <= dec_angle - microangle;
    px <= p - (q >>> shift);
    qy <= q + (p >>> shift);
  end
end
endmodule
$ cat flow/constraint.sdc
current_design doubly_pipeline

set clk_period 16.6
set clk_io_pct 0.2

create_clock -name clk0 -period $clk_period [get_ports {clk}]

set non_clock_inputs [all_inputs -no_clocks]
set_input_delay [expr $clk_period * $clk_io_pct] -clock clk0 $non_clock_inputs
set_output_delay [expr $clk_period * $clk_io_pct] -clock clk0 [all_outputs]
==> impl_metrics.tcl <==
# metrics dict for downstream scripts
set metrics [dict create \
    edf_count 0 \
    fp.dieH_um 604 \
    grt_pass1_wl_um 638000 \
    initialDrtViolationCount 7378 \
    firstDrtPassIters 7 \
    finalHoldViolCount 0 \
    clock_latency_ns 0.91 \
    setup_viol 0 \
    core_mm2 0.360 \
    slew_viol_final 0 \
    post_cts_resized 0 \
    cts_setup_buffers 0 \
    timing.final.ws_setup_ns 5.93 \
    cts.clk_slew.worst_paths_ns 0.06 \
    syn2layout_area_growth_pct 10.0 \
    synth.top_cell.area_share 0.235 \
    period_minus_slack_ns 10.67 \
    slew_headroom 0.361 \
    wl_um 405000 \
    clock_skew_ns 0.0617 \
    viasPerCell 5.38 \
    path_class "in -> out" \
    async_flop_share 0 \
    cts_tree "yes" \
    period_used_share 0.643 \
    warnings 171 \
    syn_inst 17405 \
    unconstrained_endpoints 32 \
    row_count 220 \
    pre_cts_slack_ns 5.92 \
    yosysWarningCount 2 \
    flop_cell "dfxtp_1" \
    cts_inserted_buffers 195 \
    yosysUniqueCellTypes 88 \
    status "complete, no violations" \
    syn-cell-area_mm2 0.145 \
    critPathCaptureType "output pin" \
    rsz0062_at_grt "false" \
    synthTopCellsByArea "dfxtp_1 23%, ha_1 16%, xnor2_1 9.9%" \
    ant_nets 0 \
    finalSetupTns_ns 0 \
    chipArea_mm2 0.365 \
    antenna_found_initial 4 \
    crit_required_ns 13.28 \
    hp-class "reg -> reg" \
    cts_htree_levels 4 \
    syn_avg_cell_area_um2 8.32 \
    grt_overflow 0 \
    initial_core_util 0.403 \
    cts_max_path_buffers 4 \
    io_pins 210 \
    grt_pass1_vias 113984 \
    arrival_ns 7.35 \
    yosysChipArea_mm2 0.145 \
    gp_congestion 0.968 \
    crit_fanout 62 \
    dp_hpwl_um 334000 \
    grtUsageTotal 0.223 \
    maxCapViolCount 0 \
    unclocked_regs 16 \
    fp.dieW_um 604 \
    worstSetupStartpointType "primary input" \
    drc 0 \
    cts_hold_buf 0 \
    numPortBuffers 209 \
    drive_above_1_share 0.0302 \
    ys_cells 17405 \
    num_vias 121293 \
    max_slew.worst_pin.slew_ns 0.946 \
    max_freq_mhz 93.7 \
    cts_root_buffer "clkbuf_16" \
    netlist_top_cells_count "1845 x ha_1, 1698 x dfxtp_1, 1633 x xnor2_1, 1459 x a21oi_1, 1193 x o21ai_0" \
    wire_per_inst_um 18.0 \
    most_common_cell "ha_1" \
    synth_flops 1714 \
    grt_max_degree 84 \
    synth.largest_area_cell "dfxtp_1" \
]
-- cell type report --
class                           count  area (µm²)
Multi-Input combinational cell  14322      106000
Inverter                         1109        4160
Clock buffer                      249        5440
Timing Repair Buffer              261        2480
Sequential cell                  1714       34300
Antenna cell                        6        15.0
Fill cell                       35024      200000
Tap cell                         4773        5970
Clock inverter                    109        1570
-- metal layers --
| layer | global-route usage | vias up | wire length [µm] |
|---|---|---|---|
| met2 | 0.345 | 2307 | 178000 |
| met4 | 0.0572 | 0 | 12200 |
| met1 | 0.335 | 55795 | 198000 |
| met3 | 0.0256 | 553 | 17100 |
| met5 | 0 | - | 0 |
| li1 | - | 62638 | - |
-- cells by family after synthesis --
family / Yosys count / share of synthesized area
other: 1 / 0.0000259
DFF: 1698 / 0.235
muxes: 68 / 0.00472
and+or+nand+nor: 4381 / 0.148
adders and majority gates: 2069 / 0.190
AOI/OAI and AO/OA: 5180 / 0.228
xor gates and xnor gates: 2579 / 0.156
buffers and inverters: 1413 / 0.0366
latches: 16 / 0.00166
-- worst paths after layout --
check	startpoint	endpoint	slack, ns	cells after the start
hold / removal	Rot5.outangle[1]	Rot6.outangle[1]	0.33	0
hold reg to reg	Rot5.outangle[1]	Rot6.outangle[1]	0.33	0
setup / recovery	b[19]	qf[31]	5.93	9
setup reg to reg	Rot0.qy[10]	Rot1.px[31]	10.36	17
-- critical path, stage by stage --
cell	delay, ns
clkdlybuf4s50_1	0.53
nor4_1	0.59
nand4_1	0.23
o22ai_4	0.26
buf_4	0.46
buf_4	0.55
and2_1	0.64
o2bb2ai_1	0.20
clkdlybuf4s50_1	0.49
-- cell usage in the layout, fill, tap and decap left out, types with 111 or more instances in the layout --
cell,netlist,layout
or3_1,211,211
fa_1,224,224
a21o_1,640,640
o21bai_1,256,256
xnor2_1,1633,1633
o41ai_1,177,177
a211oi_1,121,121
nor3_1,327,327
xor2_1,945,945
o31ai_1,359,359
o21a_1,254,254
o21ai_0,1193,1193
nand4_1,114,114
nand3_1,268,268
clkdlybuf4s50_1,0,207
a31oi_1,119,119
inv_1,1091,1090
nand2b_1,294,294
and2_1,111,111
nor2_1,1168,1168
clkbuf_16,0,199
or4_1,168,168
nor4_1,111,111
nand2_1,1100,1100
a21oi_1,1459,1459
nor2b_1,233,233
dfxtp_1,1698,1686
ha_1,1845,1845
-- through the flow --
stage	cell area, µm²	util	hold slack [ns]	std cells
2_1_floorplan	145000	-	0.310	17449
3_3_place_gp	152000	0.424	0.312	22179
3_5_place_dp	152000	0.424	0.318	22179
4_1_cts	159000	0.443	0.333	22537
5_1_grt	159000	0.443	0.355	22538
6_report	159000	0.443	0.331	22543
